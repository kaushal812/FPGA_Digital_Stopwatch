[flow/design.v]
module stopwatch_professional (
    input clk,
    input start,
    input stop,
    input reset,
    output [3:0] sec_ones,
    output [3:0] sec_tens,
    output [3:0] min_ones,
    output [3:0] min_tens,
    output [3:0] hr_ones,
    output [3:0] hr_tens
);
    parameter IDLE    = 2'b00;
    parameter RUNNING = 2'b01;
    parameter STOPPED = 2'b10;
    reg [1:0] state, next_state;
    reg [3:0] s_ones, s_tens;
    reg [3:0] m_ones, m_tens;
    reg [3:0] h_ones, h_tens;
    reg [26:0] clk_divider_count;
    localparam CLOCK_DIVIDER_VALUE = 100_000_000;
    wire tick = (clk_divider_count == CLOCK_DIVIDER_VALUE - 1);
    always @(*) begin
        case(state)
            IDLE:    next_state = start ? RUNNING : IDLE;
            RUNNING: next_state = reset ? IDLE : (stop ? STOPPED : RUNNING);
            STOPPED: next_state = reset ? IDLE : (start ? RUNNING : STOPPED);
            default: next_state = IDLE;
        endcase
    end
    always @(posedge clk) begin
        if (reset || state == IDLE) begin
            clk_divider_count <= 0;
        end else if (state == RUNNING) begin
            if (tick)
                clk_divider_count <= 0;
            else
                clk_divider_count <= clk_divider_count + 1;
        end
    end
    wire inc_s_tens = tick && (s_ones == 9);
    wire inc_m_ones = inc_s_tens && (s_tens == 5);  
    wire inc_m_tens = inc_m_ones && (m_ones == 9);
    wire inc_h_ones = inc_m_tens && (m_tens == 5);  
    wire inc_h_tens = inc_h_ones && (h_ones == 9);
    always @(posedge clk) begin
        if (reset) begin
            state <= IDLE;
            s_ones <= 0; s_tens <= 0;
            m_ones <= 0; m_tens <= 0;
            h_ones <= 0; h_tens <= 0;
        end else begin
            state <= next_state;
            if (state == IDLE) begin
                s_ones <= 0; s_tens <= 0;
                m_ones <= 0; m_tens <= 0;
                h_ones <= 0; h_tens <= 0;
            end else if (state == RUNNING) begin
                if (tick)       s_ones <= (s_ones == 9) ? 0 : s_ones + 1;
                if (inc_s_tens) s_tens <= (s_tens == 5) ? 0 : s_tens + 1;
                if (inc_m_ones) m_ones <= (m_ones == 9) ? 0 : m_ones + 1;
                if (inc_m_tens) m_tens <= (m_tens == 5) ? 0 : m_tens + 1;
                if (inc_h_ones) h_ones <= (h_ones == 9) ? 0 : h_ones + 1;
                if (inc_h_tens) h_tens <= (h_tens == 9) ? 0 : h_tens + 1;
            end
        end
    end
    assign sec_ones = s_ones; assign sec_tens = s_tens;
    assign min_ones = m_ones; assign min_tens = m_tens;
    assign hr_ones  = h_ones; assign hr_tens  = h_tens;
endmodule
[flow/constraint.sdc]
current_design stopwatch_professional

set clk_period 3.4
set clk_io_pct 0.2

create_clock -name clk0 -period $clk_period [get_ports {clk}]

set non_clock_inputs [all_inputs -no_clocks]
set_input_delay [expr $clk_period * $clk_io_pct] -clock clk0 $non_clock_inputs
set_output_delay [expr $clk_period * $clk_io_pct] -clock clk0 [all_outputs]
[flow/config.mk]
export PLATFORM = sky130hd
export DESIGN_NAME = stopwatch_professional
export DESIGN_NICKNAME = stopwatch_professional
export VERILOG_FILES = /design/flow/design.v
export SDC_FILE = /design/flow/constraint.sdc
export NUM_CORES = 4
export LEC_CHECK = 1
export CORE_UTILIZATION = 50
[flow/run.sh]
#!/bin/bash
# OpenROAD 26Q1-2900-gdf79404cd8, Yosys 0.63+post, stock flow scripts
make -C /OpenROAD-flow-scripts/flow DESIGN_CONFIG=/design/flow/config.mk WORK_HOME=/design/flow/orfs finish
==> run summary <==
yosys + openroad results -> WHS Path Cells=2, post-layout min period=2.21 ns, Avg Inst Size Synth=between 8 and 9 um2, I/O Pins=28, Core ar.=between 5000 and 6000 um2, Flop pwr share=between 60% and 70%, largest net degree at the start of global routing=27, most frequent logic cell in the layout=dfxtp_1, status=finished, final reports clean, vias in the first global route=1694, cell count listed in synth_stat.txt=roughly 300, layout cell share with drive strength beyond 1=around 7%, setup TNS=0 ns, non-filler cells, final=402, Int Power=794 uW, CP endpoint kind=flop, Main synth FF type=dfxtp_1, Tightest Pin Transition=0.632 ns, CTS tree=built, Clock transition at path regs=approximately 0.1 ns, Vias=around 2200, worst-case clock buffer depth=2, skew final=a little under 0.005 ns, Overflow after GRT=0, register share after synthesis=40.4%, placed cells=roughly 390, Psw=between 200 and 250 uW, worst relative slew slack=57.3%, post-CTS setup buffer count=0, post-synth area from yosys stat=around 2700 um2, clk latency late pin=0.31 ns, Logic pwr share=2.4%, Horiz. Die Dim=about 75 um, Starting DRT DRC Count=between 100 and 150, unrepaired setup endpoints after global routing=false, chip area=5650 um2, area grow syn2layout=15.6%, Pre-Repair DR Iteration Count=4, Fmax=about 450 MHz, post-cts resize count=0, Clock power frac=between 30% and 40%, Post-DRT Antenna Nets=0, Final GP Congestion=0.747, Syn Inst Count=304, tool warnings=26, synth unique cells=around 47, Power Total=1040 uW, Fin. Hold Viols=0, Post-Route WL=just under 5 mm, max-cap violations=0, Hold Buf Count CTS=0, P_leak=0.00100 uW, fin crit share=about two thirds, antenna violations before repair=0, Max Slew Vio Count=0, switching share of power=around a quarter, Total GRT Usage=a little under a fifth, DRC=0, Die Ht=75.2 um, crit start category=flop, Post-synth ARST share=0%, fin util=about 60%, Post-synth EDFFs=0, Peak VDD IR=approximately 0.21 mV, Clock Root Buffer=clkbuf_8, Inserted Diodes=0, worst-path fanout max=8, fin area=a little over 3000 um2, Avg WL per Cell=between 10 and 15 um, Final HPWL DP=approximately 3.4 mm, Yosys Warn Count=1, Critical Path AT=~2.4 ns, CTS buffer count=5, H-tree lvl count=2, routed vias/inst=~5.4, R2R depth=6, worst min path class=flop to flop, Power Dens Cells=about 340 nW/um2, Worst EP required=~3.6 ns, site row count=26, first-pass GRT wire length=between 8 and 9 mm, IO Port Bufs=27, Top cells excl fill/tap=dfxtp_1, nor2_1, clkdlybuf4s50_1, Area after DPL=between 3000 and 4000 um2, final setup fails=0, fp util=between 50 and 60%, CTS sink cnt=54, Synthesized registers=around 54, critical path class=flop to flop, synthesized area=2680 um2
## flip-flops by register name, summed over array words and instances (netlist names)
signal and cells:
m_tens 4, state 3, s_ones 4, clk_divider_count 27, h_ones 4, m_ones 4
h_tens 4, s_tens 4
## stage by stage
step	hold WS, ns	setup WS [ns]
3_3_place_gp	0.470	1.10
6_report	0.487	1.19
2_1_floorplan	0.442	1.51
3_5_place_dp	0.475	1.08
4_1_cts	0.490	1.19
5_1_grt	0.519	1.05
## power by group through the flow
stage	sequential (uW)	clock [uW]	combinational [uW]
final	638	376	25.1
after CTS	638	389	25.7
after global routing	639	415	28.2
## metal layers
layer	part of all wire [%]	vias to the layer above	GRT usage, %
li1	-	1124	-
met2	45	35	29.6
met4	0.93	0	2.06
met1	50	988	29.4
met5	0	-	0
met3	3.7	6	3.26
## layout make-up
type / count / area [um2]
fill: 507 / 2040
clock buffer: 5 / 68.8
clock inverter: 3 / 25.0
sequential: 54 / 1080
inverter: 12 / 45.0
timing repair buffer: 29 / 285
multi-input combinational: 229 / 1500
tap: 70 / 87.6
## synthesized netlist by cell type, drive strengths merged (5+ instances only)
library cell | instances | area (um2)
a21oi | 10 | 50.1
and4 | 9 | 78.8
buf | 5 | 33.8
dfxtp | 54 | 1080
inv | 12 | 45.0
mux2i | 12 | 120
nand2 | 26 | 100
nand3 | 11 | 55.1
nand4 | 12 | 105
nor2 | 51 | 191
nor2b | 7 | 43.8
nor3 | 7 | 46.3
nor4 | 7 | 88.8
o21ai | 5 | 25.0
or3 | 5 | 31.3
xnor2 | 22 | 193
xor2 | 7 | 61.3
## worst paths after layout
check / end / start / slack (ns)
worst max register to register: h_tens[0] / clk_divider_count[0] / 1.19
worst max-delay path: h_tens[0] / clk_divider_count[0] / 1.19
worst min register to register: clk_divider_count[3] / clk_divider_count[3] / 0.49
worst min-delay path: clk_divider_count[3] / clk_divider_count[3] / 0.49
## cell families after synthesis
| kind of cell | count (synthesis) | synth area share [%] |
|---|---|---|
| flops | 54 | 40.4 |
| buf+inv | 21 | 3.50 |
| mux | 12 | 4.49 |
| fa+ha+maj | 1 | 0.467 |
| xor+xnor | 29 | 9.49 |
| simple gates | 158 | 34.9 |
| compound gates | 29 | 6.78 |
## worst max-delay path, cell delays in order (launching register included)
cell	delay (ns)
dfxtp_1	0.39
ha_1	0.18
and4_1	0.42
nand4_4	0.23
nor4_4	0.53
a31oi_1	0.15
a41o_1	0.21
No activity file was given, so power comes from the tool's default toggle rates.
